$ cat /design/flow/run.sh
#!/bin/bash
# OpenROAD 26Q1-2900-gdf79404cd8, Yosys 0.63+post, stock flow scripts
make -C /OpenROAD-flow-scripts/flow DESIGN_CONFIG=/design/flow/config.mk WORK_HOME=/design/flow/orfs finish
$ cat /design/flow/config.mk
export PLATFORM = sky130hd
export DESIGN_NAME = audio_passthrough
export DESIGN_NICKNAME = audio_passthrough
export VERILOG_FILES = /design/flow/design.v
export SDC_FILE = /design/flow/constraint.sdc
export NUM_CORES = 4
export LEC_CHECK = 1
export CORE_UTILIZATION = 40
$ cat /design/flow/constraint.sdc
current_design audio_passthrough

set clk_period 4.6
set clk_io_pct 0.2

create_clock -name clk0 -period $clk_period [get_ports {MCLK}]

set non_clock_inputs [all_inputs -no_clocks]
set_input_delay [expr $clk_period * $clk_io_pct] -clock clk0 $non_clock_inputs
set_output_delay [expr $clk_period * $clk_io_pct] -clock clk0 [all_outputs]
$ cat /design/flow/design.v
localparam bitWidth = 24;
module clockdiv (
	input logic reset,
	input logic MCLK,
	output logic SCLK,
	output logic LRCLK,
	output logic next_sclk_rise,
	output logic next_sclk_fall,
	output logic next_lrclk_rise,
	output logic next_lrclk_fall
);
logic [bitWidth - 1:0] L_count;
logic [bitWidth - 1:0] S_count;
always@(posedge MCLK)
begin
	if (reset)
	begin
		S_count <= 0;
		L_count <= 0;
		SCLK = 1;
		LRCLK = 0;
	end
	else
	begin
		if (S_count == 0)
		begin
			if ((next_sclk_rise == 1) || (next_sclk_fall == 1))
			begin
				S_count <= 3;
				SCLK <= !SCLK;
				next_sclk_rise <= 0;
				next_sclk_fall <= 0;
			end
			else
			begin
				S_count <= 3;
				next_sclk_rise <= 0;
				next_sclk_fall <= 0;
			end
		end
		else if (S_count == 1)
		begin
			if (SCLK == 0)
			begin
				next_sclk_rise <= 1;
				next_sclk_fall <= 0;
			end
			else if (SCLK == 1)
			begin
				next_sclk_rise <= 0;
				next_sclk_fall <= 1;
			end
			else
			begin
				next_sclk_rise <= 0;
				next_sclk_fall <= 0;
			end
			S_count <= S_count - 1;
		end
		else
		begin
			S_count <= S_count - 1;
			next_sclk_rise <= 0;
			next_sclk_fall <= 0;
		end
		if (L_count == 0)
		begin
			if ((next_lrclk_rise == 1) || (next_lrclk_fall == 1))
			begin
				L_count <= 255;
				LRCLK <= !LRCLK;
				next_lrclk_rise <= 0;
				next_lrclk_fall <= 0;
			end
			else
			begin
				L_count <= 255;
				next_lrclk_rise <= 0;
				next_lrclk_fall <= 0;
			end
		end
		else if (L_count == 1)
		begin
			if (LRCLK == 0)
			begin
				next_lrclk_rise <= 1;
				next_lrclk_fall <= 0;
			end
			else if (LRCLK == 1)
			begin
				next_lrclk_rise <= 0;
				next_lrclk_fall <= 1;
			end
			else
			begin
				next_lrclk_rise <= 0;
				next_lrclk_fall <= 0;
			end
			L_count <= L_count - 1;
		end
		else
		begin
			L_count <= L_count - 1;
			next_lrclk_rise <= 0;
			next_lrclk_fall <= 0;
		end
	end
end
endmodule
module i2s_rx #(
	parameter DATA_RES = 24
) (
	input logic reset, mclk, sclk, lrclk, i_sdata, valid,
	output logic [DATA_RES-1:0] o_left, o_right
);
	logic [DATA_RES - 1:0] S_count;
	always@(posedge sclk)
	begin
		if (reset)
		begin
			S_count <= 24'd31;
		end
		else
		begin
			if (S_count == 0)
			begin
				S_count <= 24'd31;
			end
			else
			begin
				S_count <= S_count - 1;
			end
		end
	end
	always@(negedge sclk)
	begin
		if (reset)
		begin
			o_left <= 0;
			o_right <= 0;
		end
		else if ((S_count > 6) && (S_count < 31)) 
		begin
			if(lrclk == 0) 
			begin
				o_left[S_count - 7] <= i_sdata;
			end
			else 
			begin
				o_right[S_count - 7] <= i_sdata;
			end
		end
	end
endmodule
module i2s_tx #(
	parameter DATA_RES = 24
) (
	input logic reset, mclk, sclk, lrclk, valid,
	input logic [DATA_RES-1:0] i_ldin, i_rdin,
	output logic o_sdout
);
	logic [DATA_RES - 1:0] S_count;
	always@(posedge sclk)
	begin
		if (reset)
		begin
			S_count <= 24'd31;
			o_sdout <= 0;
		end
		else if(lrclk == 0) 
		begin
			if (S_count == 0)
			begin
				S_count <= 24'd31;
			end
			else if (S_count > 7) 
			begin
				o_sdout <= i_ldin[S_count - 8];
				S_count <= S_count - 1;
			end
			else
			begin
				S_count <= S_count - 1;
			end
		end
		else 
		begin
			if (S_count == 0)
			begin
				S_count <= 24'd31;
			end
			else if (S_count > 7) 
			begin
				o_sdout <= i_rdin[S_count - 8];
				S_count <= S_count - 1;
			end
			else
			begin
				S_count <= S_count - 1;
			end
		end
	end
endmodule
module topMod(
	input logic [1:0] KEY, 
	input logic MAX10_CLK1_50, Arduino_IO4, 
	output logic Arduino_IO0, Arduino_IO1, Arduino_IO2, Arduino_IO3 
);
	localparam bitWidth = 24;
	logic CLOCK_24;
	pll CL(.inclk0(MAX10_CLK1_50), .c0(CLOCK_24));
	assign Arduino_IO0 = CLOCK_24;
	audio_passthrough AP(.reset(!KEY[0]), .MCLK(CLOCK_24), .serial_in(Arduino_IO4), .LRCLK(Arduino_IO1), .SCLK(Arduino_IO2), .serial_out(Arduino_IO3));
endmodule
module audio_passthrough(
	input logic  reset, MCLK, serial_in,
	output logic LRCLK, SCLK, serial_out
);
	localparam bitWidth = 24;
	logic next_sclk_rise, next_sclk_fall, next_lrclk_rise, next_lrclk_fall, valid;
	logic [bitWidth - 1:0] left_channel;
	logic [bitWidth - 1:0] right_channel;
	clockdiv CD(.reset(reset), .MCLK(MCLK), .SCLK(SCLK), .LRCLK(LRCLK),
					.next_sclk_rise(next_sclk_rise), .next_sclk_fall(next_sclk_fall),
					.next_lrclk_rise(next_lrclk_rise), .next_lrclk_fall(next_lrclk_fall));
	assign valid = next_lrclk_rise | next_lrclk_fall;
	i2s_rx receiver(.reset(reset), .mclk(MCLK), .sclk(SCLK), .lrclk(LRCLK), .i_sdata(serial_in),
						 .valid(valid), .o_left(left_channel), .o_right(right_channel));
	i2s_tx transmitter(.reset(reset), .mclk(MCLK), .sclk(SCLK), .lrclk(LRCLK), .valid(valid),
							 .i_ldin(left_channel), .i_rdin(right_channel),
							 .o_sdout(serial_out));
endmodule
==> impl_metrics.yaml <==
# flow metrics
sta:
  finalHoldWorstSlack_ns: 0.474
  final_hold_viol_count: 0
  timing.fmax_mhz: 345
  period_minus_slack_ns: 2.90
  slew_viol_final: 0
  worst-slew-pin-transition_ns: 0.840
  rsz0062_at_grt: "no"
  number_of_register_pins_that_no_clock_reaches: 97
  setup_tns_ns: 0
  finClkSkew_ns: 0.00599
  setup_viol: 0
  worst_slack_ns: 1.70
  slew_headroom_pct: 43.6
  fin_crit_sh_pct: 62.9
  unconstrained_endpoints: 98
critical_path:
  critPathKind: "input pin to register"
  critical_path.max_fanout: 55
  cell_breakdown_of_the_critical_path: "clkdlybuf4s50_1, inv_2, buf_4, nand2_1, a21oi_1"
  endpoint: "CD.L_count[10]"
  r2r-end: "CD.L_count[13]"
  timing.reg2reg.worst_path_depth: 7
  type_of_element_launching_the_critical_path: "input pin"
  critical-path-slowest-cell: "sky130_fd_sc_hd__clkdlybuf4s50_1"
  setup.reg_to_reg.worst_slack_ns: 1.78
  critical_path_arrival_ns: 3.10
  crit_path_start: "reset"
  crit_path_max_incr_delay_ns: 0.75
  reg2reg_from: "CD.L_count[15]"
  worst_ep_required_time_ns: 4.80
  end_kind: "register"
min_path:
  hold_class: "register to register"
  hold-path-cell-count: 2
  worst_hold_startpoint: "CD.S_count[15]"
grt:
  grt_use_total_pct: 16.2
  wire_length_of_the_first_global_routing_pass_mm: 24.3
  grt_pass1_vias: 4852
  antenna_found_initial: 0
  grt-ovfl-total: 0
  maximum_number_of_pins_on_one_net_before_global_route_repair: 56
layout:
  fin_util_pct: 43.0
  layout-drive-gt1-share_pct: 4.38
  lay_top_count: "sky130_fd_sc_hd__dfxtp_1"
  layout_area_overhead_pct: 5.10
  nFillCells: 1737
  mostFrequentLayoutCells: "sky130_fd_sc_hd__dfxtp_1, sky130_fd_sc_hd__nor2_1, sky130_fd_sc_hd__nand2_1, sky130_fd_sc_hd__xnor2_1, sky130_fd_sc_hd__nand3_1"
synthesis:
  dominantRegCellSynth: "sky130_fd_sc_hd__dfxtp_1"
  edf_count: 4
  synth.distinct_cells: 55
  synth_sequential_area_ratio_pct: 41.7
  netlist_instances: 845
  synth_async_sr_flop_share_pct: 0
  synthesis.area_um2: 7340
  avgSynthCellArea_um2: 8.69
  synth.yosys.num_cells: 845
  synthesized_registers: 151
  synth-area-yosys_um2: 7340
  yosysWarnings: 3
route:
  drt_first_iter_violations: 239
  wire_per_inst_um: 13.8
  postRouteAntennaNets: 0
  drc: 0
  ant_diodes: 0
  via_count_of_the_routed_design: 5470
  drt_pass1_iterations: 4
  drt-total-wl_mm: 14.5
  vias_per_cell: 5.21
cts:
  cts_buffer_count: 5
  post_cts.repair.setup_buffers: 0
  clock_pin_slew_on_the_worst_setup_and_hold_paths_ns: 0.07
  cts.repair.resized: 0
  insertion_delay_ns: 0.29
  cts_root_buffer: "sky130_fd_sc_hd__clkbuf_16"
  depth_of_the_cts_h_tree: 2
  tritoncts: "built"
  cts_hold_repair.buffers: 0
  maximum_count_of_clock_buffers_along_a_single_path: 2
placement:
  dpl_worst_slack_ns: 1.39
  port-buffer-count: 5
  dp.final_hpwl_mm: 10.1
  gp_congestion: 0.827
pwr:
  power.static_leakage_uw: 0.00300
  total_power_uw: 2530
  max-vdd-ir-drop_v: 0.000407
  power_density_nw_per_um2: 328
die:
  die-area_um2: 18900
  dieHeight_um: 137
  floorplan.core_area_um2: 18000
  boundaryPins: 6
  core_rows: 49
  die_width_um: 137
  core_util_floorplan_pct: 40.9
status:
  run_status: "finished clean"
flow_run:
  max-cap-violations: 0
  stage_log_warning_count: 31
synth_stat cells (all sizes together) (4+ instances only):
library cell	instances	area [µm²]
ha	11	138
a21oi	17	85.1
nand3	49	245
nand2b	9	56.3
mux2i	45	450
buf	9	46.3
o211ai	12	90.1
xnor2	56	490
mux4	9	203
clkbuf	37	139
nor2b	5	31.3
nor4	21	131
edfxtp	4	120
nor3	41	210
inv	15	56.3
dfxtp	147	2940
or3	17	111
o31ai	13	97.6
or4	9	71.3
nor3b	6	45.0
nand2	91	342
nand4	12	75.1
a31oi	4	25.0
nor2	121	454
xor2	36	315
o21ai	14	70.1
where the power goes:
| group | internal, µW | switching, µW | total [µW] | leakage (µW) |
|---|---|---|---|---|
| clock | 202 | 162 | 364 | 0.0000674 |
| combinational | 464 | 662 | 1130 | 0.00170 |
| sequential | 887 | 153 | 1040 | 0.00123 |
critical path: cells and delay by family:
kind / cells / cell delay, ns
AOI/OAI and AO/OA: 1 / 0.25
buffers and inverters: 3 / 1.41
and+or+nand+nor: 1 / 0.51
stage by stage:
step / std cells / area, µm²
floorplan: 845 / 7340
global placement: 1042 / 7570
detailed placement: 1042 / 7570
CTS: 1050 / 7720
global route: 1050 / 7720
finish: 1050 / 7720
layout make-up:
type / instances / area [µm²] / share of cell area, %
Multi-Input combinational cell: 633 / 4050 / 52.5
Sequential cell: 151 / 3060 / 39.7
Tap cell: 229 / 287 / 3.71
Clock buffer: 6 / 129 / 1.67
Timing Repair Buffer: 14 / 118 / 1.52
Inverter: 15 / 56.3 / 0.730
Clock inverter: 2 / 13.8 / 0.178
state kept, by name (all words and copies together) (netlist names):
signal,cells
CD.L_count,24
CD.S_count,24
receiver.S_count,24
receiver.o_left,24
receiver.o_right,24
transmitter.S_count,24
CD.LRCLK,1
CD.SCLK,1
CD.next_lrclk_fall,1
CD.next_lrclk_rise,1
CD.next_sclk_fall,1
CD.next_sclk_rise,1
transmitter.o_sdout,1
logic make-up after synthesis:
logic type               share of synthesized area (%)
AND/OR/NAND/NOR                                   25.9
flip-flops                                        41.7
XOR/XNOR                                          11.0
AND-OR/OR-AND                                     7.40
buffers and inverters                             3.29
multiplexers                                      8.90
adder cells (fa/ha/maj)                           1.87
worst min-delay path by stage:
| stage | end | slack, ns |
|---|---|---|
| CTS | CD.S_count[15] | 0.48 |
| global route | CD.S_count[15] | 0.51 |
| finish | CD.S_count[15] | 0.47 |
metal layers:
layer / GRT usage [%] / part of all wire (%)
met1: 27.2 / 53
met2: 23.9 / 43
met3: 1.76 / 3.4
met4: 0.733 / 0.52
met5: 0 / 0
Power figures rest on the tool's default switching activity, not on a simulated workload.
