**design/flow/design.v**
```verilog
`timescale 1ns/1ps
module mult #(
    parameter A_DATA_W = 16,
    parameter B_DATA_W = 24
) 
(
    input logic clk,
    input logic reset,
    input logic i_valid,
    input logic i_ready,
    input logic signed [A_DATA_W-1:0] i_a,
    input logic signed [B_DATA_W-1:0] i_b,
    output logic signed [(A_DATA_W+B_DATA_W)-1:0] o_c,
    output logic o_valid,
    output logic o_ready
);
    always@(posedge clk)
    begin
        if (reset)
        begin
            o_c <= 0;
            o_valid <= 0;
        end
        else if (i_valid && i_ready)
        begin
            o_c <= i_a * i_b;
            o_valid <= 1;
        end
        else if (!i_valid && i_ready)
        begin
            o_c <= o_c;
            o_valid <= o_valid;
        end
        else if (i_valid && !i_ready)
        begin
            o_c <= o_c;
            o_valid <= 0;
        end
        else
        begin
            o_c <= o_c;
            o_valid <= o_valid;
        end
    end
    assign o_ready = i_ready;
endmodule
```
**design/flow/run.sh**
```bash
#!/bin/bash
# OpenROAD 26Q1-2900-gdf79404cd8, Yosys 0.63+post, stock flow scripts
make -C /OpenROAD-flow-scripts/flow DESIGN_CONFIG=/design/flow/config.mk WORK_HOME=/design/flow/orfs finish
```
**design/flow/config.mk**
```make
export PLATFORM = sky130hd
export DESIGN_NAME = mult
export DESIGN_NICKNAME = mult
export VERILOG_FILES = /design/flow/design.v
export SDC_FILE = /design/flow/constraint.sdc
export NUM_CORES = 4
export LEC_CHECK = 1
export CORE_UTILIZATION = 50
```
**design/flow/constraint.sdc**
```tcl
current_design mult

set clk_period 18.8
set clk_io_pct 0.2

create_clock -name clk0 -period $clk_period [get_ports {clk}]

set non_clock_inputs [all_inputs -no_clocks]
set_input_delay [expr $clk_period * $clk_io_pct] -clock clk0 $non_clock_inputs
set_output_delay [expr $clk_period * $clk_io_pct] -clock clk0 [all_outputs]
```
==> flow_metrics.env <==
# yosys + openroad results
export IMPL_ff_latch_area_sq_um=821
export IMPL_hold_class="reg -> reg"
export IMPL_die_w_microns=178
export IMPL_dp_slack_ns=8.17
export IMPL_ioPinCount=86
export IMPL_path_class="in -> reg"
export IMPL_synth_main_ff_cell="dfxtp_1"
export IMPL_postPlaceCellArea_sq_um=16600
export IMPL_async_flop_share_pct=0
export IMPL_tightest_slew_ns=0.999
export IMPL_max_cap_violations=0
export IMPL_antenna_cells=0
export IMPL_yosysWarnings=1
export IMPL_wire_per_inst_microns=16.0
export IMPL_r2r_start="o_c[33]"
export IMPL_drt_wl_total_microns=34900
export IMPL_ys_area_sq_um=15400
export IMPL_maxSlewHeadroom_pct=33.2
export IMPL_synthCells=1761
export IMPL_warnings=25
export IMPL_min_period_ns=10.38
export IMPL_outcome="complete, no violations"
export IMPL_fin_setup_tns_ns=0
export IMPL_clock_latency_ns=0.29
export IMPL_cts_resized=0
export IMPL_cp_required_ns=18.96
export IMPL_grt_util_all_layers_pct=26.8
export IMPL_cts_sinks=41
export IMPL_worstPathArrival_ns=10.54
export IMPL_clk_pin_slew_ns=0.05
export IMPL_ys_cells=1761
export IMPL_ctsHoldBuffers=0
export IMPL_layout_drive_gt1_share_pct=2.29
export IMPL_instances_no_fill=2184
export IMPL_grt_max_degree=50
export IMPL_fp_dieH_microns=178
export IMPL_hpwl_microns=29200
export IMPL_syn_to_final_growth_pct=8.39
export IMPL_skew_ns=0
export IMPL_ys_seq_share_pct=5.32
export IMPL_reg2reg_to="o_c[33]"
export IMPL_r2r_setup_slack_ns=18.02
export IMPL_crit_fanout=24
export IMPL_fin_ws_ns=8.42
export IMPL_viasPerCell=5.15
export IMPL_grt_pass1_vias=12267
export IMPL_root_buffer="clkbuf_16"
export IMPL_grt_pass1_wl_microns=60800
export IMPL_synth_cell_types=63
export IMPL_logic_area_sq_um=12600
export IMPL_initCoreUtil_pct=51.4
export IMPL_holdPathEnd="o_c[25]"
export IMPL_fin_util_pct=55.7
export IMPL_rsz0062_at_grt="false"
export IMPL_lay_top_cells="inv_1 (444), fa_1 (374), nand2_1 (278)"
export IMPL_dp_cells=2177
export IMPL_synth_area_per_cell_sq_um=8.76
export IMPL_edf_count=0
export IMPL_critPathCaptureType="flip-flop"
export IMPL_finalClockPeriodUsage_pct=55.2
export IMPL_core_area_sq_um=30000
export IMPL_fmax_mhz=96.4
export IMPL_final_area_sq_um=16700
export IMPL_cts_buffers=5
export IMPL_grt_overflow_total=0
export IMPL_drt_iter0_drc=365
export IMPL_finalSetupViolCount=0
export IMPL_remaining_drc_errors=0
export IMPL_synth_area_sq_um=15400
export IMPL_post_cts_repair_setup_buffers=0
export IMPL_final_common_cell="inv_1"
export IMPL_portBuffers=85
export IMPL_firstDrtPassIters=6
export IMPL_ant_nets=0
export IMPL_htreeDepth=2
export IMPL_place_congestion=0.921
export IMPL_synth_flops=41
export IMPL_route_vias_total=11239
export IMPL_antenna_found_initial=0
export IMPL_clockBufferDepth=2
export IMPL_dieArea_sq_um=31600
export IMPL_crit_path_start_kind="primary input"
export IMPL_hold_violations=0
export IMPL_holdCritStartpoint="o_c[25]"
export IMPL_nFillCells=2752
export IMPL_cts_tree="done"
export IMPL_rows=63
export IMPL_whs_path_depth=2
export IMPL_slew_viol_final=0
export IMPL_rr_worst_depth=3
[layout make-up]
cell class,count,area share (%)
repair buffers,105,5.99
inverters,444,9.97
well taps,390,2.92
flip-flops and latches,41,4.91
multi-input cells,1197,75.3
clock buffers,5,0.748
clock inverters,2,0.210
[worst max-delay path: stages]
cell and delay (ns):
clkdlybuf4s50_1 0.94, and2_1 0.44, fa_1 0.60, inv_1 0.13
fa_1 0.49, inv_1 0.05, fa_1 0.48, fa_1 0.50
fa_1 0.49, inv_1 0.04, fa_1 0.47, inv_1 0.04
ha_1 0.37, a21o_1 0.20, a31o_1 0.18, a221o_1 0.35
o2bb2ai_1 0.21, o2111ai_1 0.36, a31oi_1 0.16, o21ai_0 0.17
o311ai_1 0.10
[synthesized netlist by cell type (all sizes together) (2+ instances only)]
master / instances / area, sq um
inv: 444 / 1670
fa: 374 / 7490
nand2: 278 / 1040
and2: 151 / 947
ha: 98 / 1230
clkbuf: 70 / 275
a21oi: 64 / 332
nor2: 43 / 161
dfxtp: 41 / 821
xnor2: 26 / 228
o21ai: 25 / 136
a21o: 19 / 145
nand3: 18 / 90.1
a31oi: 9 / 56.3
buf: 9 / 80.1
nand2b: 8 / 50.1
nand4: 8 / 50.1
nor3: 7 / 40.0
xor2: 7 / 61.3
a211oi: 5 / 42.5
o31ai: 5 / 37.5
or3: 5 / 31.3
o211ai: 4 / 30.0
o21bai: 4 / 30.0
a311o: 3 / 30.0
nor4b: 3 / 26.3
o2111ai: 3 / 26.3
a211o: 2 / 17.5
a22oi: 2 / 15.0
a32oi: 2 / 25.0
and3: 2 / 13.8
and4: 2 / 17.5
mux2i: 2 / 20.0
nor2b: 2 / 12.5
nor4: 2 / 12.5
or2: 2 / 12.5
[registers in the layout, summed over array words and instances, names as in the netlist]
register  cells
o_c          40
o_valid       1
[logic make-up after synthesis]
group / share of synthesized area, %
AND-OR/OR-AND: 6.61
buffers and inverters: 13.1
AND/OR/NAND/NOR: 16.5
adder cells (fa/ha/maj): 56.5
multiplexers: 0.130
XOR/XNOR: 1.87
flip-flops: 5.32
[per-stage QoR]
step                      hold slack [ns]
after floorplan                     0.417
after global placement              0.441
after detailed placement            0.445
after CTS                           0.453
after global routing                0.470
final                               0.449
[metal layers]
| metal | up-vias | track usage (%) | routed length (microns) |
|---|---|---|---|
| li1 | 5235 | - | - |
| met1 | 5710 | 35.6 | 13400 |
| met2 | 250 | 47.5 | 19000 |
| met3 | 44 | 5.02 | 1580 |
| met4 | 0 | 5.63 | 912 |
| met5 | - | 0 | 0 |
[how the worst max path moves through the flow]
stage	start	to	slack, ns	cells after the start
after CTS	i_a[3]	o_c[37]	8.47	21
after global routing	i_a[3]	o_c[37]	8.08	21
final	i_a[3]	o_c[37]	8.42	21
