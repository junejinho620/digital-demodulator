## ./design.v

```verilog
`timescale 1ns/1ps
module adder #(
    parameter DATA_W = 24
) 
(   
    input logic clk,
    input logic reset,
    input logic i_valid,
    input logic i_ready,
    input logic signed [DATA_W-1:0] i_a,
    input logic signed [DATA_W-1:0] i_b,
    output logic signed [DATA_W:0] o_c,
    output logic o_valid,
    output logic o_ready
);
    always@(posedge clk)
    begin
        if (reset)
        begin
            o_c <= 0;
            o_valid <= 0;
        end
        else if (i_valid && i_ready)
        begin
            o_c <= i_a + i_b;
            o_valid <= 1;
        end
        else if (!i_valid && i_ready)
        begin
            o_c <= o_c;
            o_valid <= o_valid;
        end
        else if (i_valid && !i_ready)
        begin
            o_c <= o_c;
            o_valid <= 0;
        end
        else
        begin
            o_c <= o_c;
            o_valid <= o_valid;
        end
    end
    assign o_ready = i_ready;
endmodule
```

## ./run.sh

```bash
#!/bin/bash
# OpenROAD 26Q1-2900-gdf79404cd8, Yosys 0.63+post, stock flow scripts
make -C /OpenROAD-flow-scripts/flow DESIGN_CONFIG=/design/flow/config.mk WORK_HOME=/design/flow/orfs finish
```

## ./config.mk

```make
export PLATFORM = sky130hd
export DESIGN_NAME = adder
export DESIGN_NICKNAME = adder
export VERILOG_FILES = /design/flow/design.v
export SDC_FILE = /design/flow/constraint.sdc
export NUM_CORES = 4
export LEC_CHECK = 1
export CORE_AREA = 10 10 106 106
export DIE_AREA = 0 0 116 116
```

## ./constraint.sdc

```tcl
current_design adder

set clk_period 8.6
set clk_io_pct 0.2

create_clock -name clk0 -period $clk_period [get_ports {clk}]

set non_clock_inputs [all_inputs -no_clocks]
set_input_delay [expr $clk_period * $clk_io_pct] -clock clk0 $non_clock_inputs
set_output_delay [expr $clk_period * $clk_io_pct] -clock clk0 [all_outputs]
```

==> Changelog: implementation <==
## Flow update

* Arr. time, crit path at 2680 ps
* Startpoint Class: primary input
* CP top delay family: buffers and inverters
* Tool warning count at 25
* Post-synth EDFFs at 0
* Crit path largest cell delay at ~500 ps
* Logic family by area: AND-OR/OR-AND gates
* Core area at slightly below 9000 um^2
* # Cells Yosys at 278
* Synth warn at 1
* Final Hold Fails at 0
* Hold buffer count at CTS at 0
* FP Core Util at between 20% and 30%
* TritonCTS clock tree: yes
* Shortest period the worst path allows at 4399 ps
* RR Endpoint: o_c[21]
* Max Slew Vio Count at 0
* Die ar. at about 13000 um^2
* Post-route ant nets at 0
* H-tree lvl count at 1
* Final core occ at 35.08%
* Hold worst-path end: o_c[15]
* Required @ worst endpoint at 6880 ps
* Tot Pwr at around 0.36 mW
* Via/cell ratio at 5.004
* Total power density per cell area at 116.5 nW/um^2
* Setup crit end kind: primary output
* Slew headroom at 51.38%
* R2r setup slk at 7790 ps
* Status: completed
* Sum of buffers and inverters on the critical path at 2
* Cells after synthesis at roughly 280
* FP Rows at 34
* Via count at 2302
* Cts repair resizes at 0
* Hold path depth at 2
* Crit Path Class: in -> out
* Mapped Avg Cell Area at 7.804 um^2
* Max IR drop VDD at 0.00005338 V
* Cell Area, Synth at ~2200 um^2
* Xor and xnor area share after synthesis at about 5.2%
* Fmax at 0.2273 GHz
* Sequential element share of the synthesized area at 23.99%
* CP most frequent cell: clkdlybuf4s50_1
* Yosys cell types at roughly 50
* Initial antenna violation count at 0
* Hold Startpoint: o_c[15]
* Synth async-reset ratio at 0%
* Detailed Place HPWL at 5751 um
* Filler Cells Inserted at 916
* Max Cap Viol at 0
* Worst slew pin tran at 729.2 ps
* Later-pin clock latency in the skew report at 270 ps
* Max Fanout on Critical Path at 3
* Area Growth Syn to Fin at 43.08%
* Largest net degree at the start of global routing at 22
* Worst r2r path cells at 3
* Clock-pin slew on the worst setup and hold paths at 90 ps
* Clock sinks at 26
* First-pass GRT wire length at 11130 um
* MUX share of area at 0.9227%
* Drt wl/cell at 15.11 um
* CTS Buf Count at 3
* Yosys stat chip area at 2170 um^2
* Reg2Reg Launch Point: o_c[21]
* RSZ-0062 raised after global routing: false
* Stages on worst setup path at 2
* Die Width at 116 um
* Vias in the first global route at 2152
* DR DRC count at 0
* Setup tns final at 0 ps
* Synth Flop Type: dfxtp_1
* Final setup vio count at 0
* Hold Crit Class: reg -> reg
* Adder-cell share of the synthesized area at approximately 15%
* Post CTS Setup Buffer Count at 0
* Leakage at 1.202 nW
* Root buffer cell: clkbuf_8
* GRT Overall Usage at 10.09%
* Grt ovf at 0
* Antenna cell count at 0
* # IOs at 79
* Placer Congestion at just under 0.9
* Crit share post-route at roughly half
* TritonRoute pass-1 iters at 4
* Skew final at 0 ps
* Ratio of cells with drive above 1 in the final layout at under 10%
* Basic Gates by Area at 23.41%
* Cells along the critical path: clkdlybuf4s50_1 -> clkdlybuf4s50_1
* Total wire length at between 6000 and 7000 um
* Die Y at 116 um
* IO Port Bufs at 78
* DRT iter0 DRCs at around 110
* Max clock buf depth at 2
* WHS at 445.8 ps
* Synth flops at 26
* Slowest cell on crit path: clkdlybuf4s50_1
* Post-synthesis compound-gate area fraction at between 20% and 30%
worst register-to-register path, stage by stage (launching register included):
cell and delay, ps:
dfxtp_1 330, nor2_1 100, nor3_1 70, a211o_1 220
worst max path at each step:
| stage | end | startpoint |
|---|---|---|
| after CTS | o_ready | i_ready |
| after global routing | o_ready | i_ready |
| final | o_ready | i_ready |
state kept, by name (all words and copies together) (netlist names):
| register | count |
|---|---|
| o_valid | 1 |
| o_c | 25 |
synth_stat cells, drive strengths merged, types with 2 or more instances:
cell type / instances / area share (%)
o211ai: 2 / 0.69
a21oi: 32 / 7.6
dfxtp: 26 / 24
xnor2: 11 / 4.4
clkbuf: 8 / 1.4
nand2b: 2 / 0.58
a211o: 2 / 0.81
o21ai: 23 / 5.3
nand3b: 6 / 2.1
or3: 3 / 0.87
a21o: 6 / 2.1
xor2: 2 / 0.81
o21a: 6 / 2.1
nand2: 43 / 7.4
nand4: 4 / 1.7
a211oi: 7 / 2.4
and3: 4 / 1.2
nor2: 19 / 3.3
nand3: 8 / 1.8
a31oi: 2 / 0.58
o21ba: 2 / 0.92
mux2i: 2 / 0.92
and2: 3 / 0.87
nor3: 8 / 2.1
a311o: 3 / 1.4
ha: 24 / 14
power breakdown:
part	internal (mW)	switching, mW
clock	0.0314	0.0377
combinational	0.0819	0.0750
sequential	0.130	0.00526
cell families (layout without fill, tap and decap cells):
family | after synthesis | after routing
adders and majority gates | 25 | 25
buffers and inverters | 10 | 84
DFF | 26 | 26
xor gates and xnor gates | 13 | 13
AOI/OAI and AO/OA | 98 | 98
muxes | 2 | 2
and+or+nand+nor | 104 | 104
layout make-up:
| type | instances | area, um^2 | area share (%) |
|---|---|---|---|
| Tap cell | 108 | 135.1 | 4.353 |
| Sequential cell | 26 | 520.5 | 16.77 |
| Inverter | 1 | 3.754 | 0.1209 |
| Multi-Input combinational cell | 242 | 1608 | 51.79 |
| Clock buffer | 3 | 41.29 | 1.330 |
| Timing Repair Buffer | 80 | 795.8 | 25.63 |
placed cells by master, fill, tap and decap left out, drive strengths merged, types with 2 or more instances in the layout:
cell,n
dfxtp,26
a311o,3
a21o,6
or3,3
nor2,19
a211o,2
buf,2
nand3,8
xor2,2
o211ai,2
xnor2,11
clkbuf,3
nor3,8
a31oi,2
mux2i,2
o21ba,2
ha,24
a211oi,7
and2,3
clkdlybuf4s50,78
nand2b,2
o21a,6
nand4,4
nand3b,6
o21ai,23
a21oi,32
nand2,43
and3,4
stage by stage:
| step | area, um^2 | setup slack (ps) | instances |
|---|---|---|---|
| finish | 3104 | 4201 | 460 |
| global route | 3104 | 4145 | 460 |
| CTS | 3104 | 4193 | 460 |
| detailed placement | 3063 | 4201 | 457 |
| global placement | 3063 | 4203 | 457 |
| floorplan | 2170 | 4794 | 278 |
metal layers:
layer | up-vias | global-route usage, % | part of all wire [%]
li1 | 1188 | - | -
met1 | 1049 | 14.76 | 46
met2 | 63 | 15.89 | 47
met3 | 2 | 1.727 | 6.4
met4 | 0 | 0.9174 | 0.68
met5 | - | 0 | 0
Power is estimated from default activity; no workload was simulated.
